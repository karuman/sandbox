File: flow/config.mk
export PLATFORM = sky130hd
export DESIGN_NAME = mul8_lrtl
export DESIGN_NICKNAME = mul8_lrtl
export VERILOG_FILES = /design/flow/design.v
export SDC_FILE = /design/flow/constraint.sdc
export NUM_CORES = 4
export LEC_CHECK = 1
export CORE_UTILIZATION = 30
export SYNTH_HDL_FRONTEND = slang
File: flow/constraint.sdc
current_design mul8_lrtl

set clk_period 15.3
set clk_io_pct 0.2

create_clock -name clk0 -period $clk_period

set non_clock_inputs [all_inputs -no_clocks]
set_input_delay [expr $clk_period * $clk_io_pct] -clock clk0 $non_clock_inputs
set_output_delay [expr $clk_period * $clk_io_pct] -clock clk0 [all_outputs]
File: flow/design.v
module fa(a0,b0,ci,so,co);
   input a0;
   input b0;
   input ci;
   output so ;
   assign so = a0 ^ b0 ^ ci;
   output co;
   assign co = (a0 & b0) |
	       (a0 & ci) |
	       (ci & b0) ;
endmodule  
module ha(a0,b0,so,co);
   input a0;
   input b0;
   output so ;
   assign so = a0 ^ b0;
   output co;
   assign co = (a0 & b0) ;
endmodule  
module mul8_lrtl(a,b,c);
   input [7:0] a;
   input [7:0] b;
   output [15:0] c;
   wire 	a0b0=a[0] & b[0];
   wire 	a0b1=a[0] & b[1];
   wire 	a1b1=a[1] & b[0];
   wire 	a0b2=a[0] & b[2];
   wire 	a1b2=a[1] & b[1];
   wire 	a2b2=a[2] & b[0];
   wire 	a0b3=a[0] & b[3];
   wire 	a1b3=a[1] & b[2];
   wire 	a2b3=a[2] & b[1];
   wire 	a3b3=a[3] & b[0];
   wire 	a0b4=a[0] & b[4];
   wire 	a1b4=a[1] & b[3];
   wire 	a2b4=a[2] & b[2];
   wire 	a3b4=a[3] & b[1];
   wire 	a4b4=a[4] & b[0];
   wire 	a0b5=a[0] & b[5];
   wire 	a1b5=a[1] & b[4];
   wire 	a2b5=a[2] & b[3];
   wire 	a3b5=a[3] & b[2];
   wire 	a4b5=a[4] & b[1];
   wire 	a5b5=a[5] & b[0];
   wire 	a0b6=a[0] & b[6];
   wire 	a1b6=a[1] & b[5];
   wire 	a2b6=a[2] & b[4];
   wire 	a3b6=a[3] & b[3];
   wire 	a4b6=a[4] & b[2];
   wire 	a5b6=a[5] & b[1];
   wire 	a6b6=a[6] & b[0];
   wire 	a0b7=a[0] & b[7];
   wire 	a1b7=a[1] & b[6];
   wire 	a2b7=a[2] & b[5];
   wire 	a3b7=a[3] & b[4];
   wire 	a4b7=a[4] & b[3];
   wire 	a5b7=a[5] & b[2];
   wire 	a6b7=a[6] & b[1];
   wire 	a7b7=a[7] & b[0];
   wire 	a1b8=a[1] & b[7];
   wire 	a2b8=a[2] & b[6];
   wire 	a3b8=a[3] & b[5];
   wire 	a4b8=a[4] & b[4];
   wire 	a5b8=a[5] & b[3];
   wire 	a6b8=a[6] & b[2];
   wire 	a7b8=a[7] & b[1];
   wire 	a2b9=a[2] & b[7];
   wire 	a3b9=a[3] & b[6];
   wire 	a4b9=a[4] & b[5];
   wire 	a5b9=a[5] & b[4];
   wire 	a6b9=a[6] & b[3];
   wire 	a7b9=a[7] & b[2];
   wire 	a3b10=a[3] & b[7];
   wire 	a4b10=a[4] & b[6];
   wire 	a5b10=a[5] & b[5];
   wire 	a6b10=a[6] & b[4];
   wire 	a7b10=a[7] & b[3];
   wire 	a4b11=a[4] & b[7];
   wire 	a5b11=a[5] & b[6];
   wire 	a6b11=a[6] & b[5];
   wire 	a7b11=a[7] & b[4];
   wire 	a5b12=a[5] & b[7];
   wire 	a6b12=a[6] & b[6];
   wire 	a7b12=a[7] & b[5];
   wire 	a6b13=a[6] & b[7];
   wire 	a7b13=a[7] & b[6];
   wire 	a7b14=a[7] & b[7];
   fa fa1(.a0(a0b2),.b0(a1b2),.ci(a2b2),.so(s1),.co(c1));
   fa fa2(.a0(a0b3),.b0(a1b3),.ci(a2b3),.so(s2),.co(c2));
   fa fa3(.a0(a0b4),.b0(a1b4),.ci(a2b4),.so(s3),.co(c3));
   fa fa4(.a0(a0b5),.b0(a1b5),.ci(a2b5),.so(s4),.co(c4));
   fa fa5(.a0(a0b6),.b0(a1b6),.ci(a2b6),.so(s5),.co(c5));
   fa fa6(.a0(a0b7),.b0(a1b7),.ci(a2b7),.so(s6),.co(c6));
   fa fa7(.a0(a1b8),.b0(a2b8),.ci(a3b8),.so(s7),.co(c7));
   fa fa8(.a0(a2b9),.b0(a3b9),.ci(a4b9),.so(s8),.co(c8));
   fa fa9(.a0(a3b10),.b0(a4b10),.ci(a5b10),.so(s9),.co(c9));
   fa fa10(.a0(a4b11),.b0(a5b11),.ci(a6b11),.so(s10),.co(c10));
   fa fa11(.a0(a5b12),.b0(a6b12),.ci(a7b12),.so(s11),.co(c11));
   fa fa12(.a0(a3b3),.b0(s2),.ci(c1),.so(s13),.co(c13));
   fa fa13(.a0(a3b5),.b0(a4b5),.ci(a5b5),.so(s15),.co(c15));
   fa fa14(.a0(a3b6),.b0(a4b6),.ci(a5b6),.so(s16),.co(c16));
   fa fa15(.a0(a3b7),.b0(a4b7),.ci(a5b7),.so(s17),.co(c17));
   fa fa16(.a0(a4b8),.b0(a5b8),.ci(a6b8),.so(s18),.co(c18));
   fa fa17(.a0(a5b9),.b0(a6b9),.ci(a7b9),.so(s19),.co(c19));
   fa fa18(.a0(a7b11),.b0(s10),.ci(c9),.so(s21),.co(c21));
   fa fa19(.a0(s3),.b0(s14),.ci(c2),.so(s25),.co(c25));
   fa fa20(.a0(s4),.b0(s15),.ci(c3),.so(s26),.co(c26));
   fa fa21(.a0(a6b6),.b0(s5),.ci(s16),.so(s27),.co(c27));
   fa fa22(.a0(a7b8),.b0(s7),.ci(s18),.so(s29),.co(c29));
   fa fa23(.a0(s8),.b0(s19),.ci(c7),.so(s30),.co(c30));
   fa fa24(.a0(s9),.b0(s20),.ci(c8),.so(s31),.co(c31));
   fa fa25(.a0(c20),.b0(s21),.ci(c31),.so(s32),.co(c32));
   fa fa26(.a0(c14),.b0(s26),.ci(c25),.so(s36),.co(c36));
   fa fa27(.a0(c4),.b0(c15),.ci(s27),.so(s37),.co(c37));
   fa fa28(.a0(s6),.b0(s17),.ci(s28),.so(s38),.co(c38));
   fa fa29(.a0(c6),.b0(c17),.ci(c28),.so(s39),.co(c39));
   fa fa30(.a0(c18),.b0(c29),.ci(s30),.so(s40),.co(c40));
   fa fa31(.a0(c19),.b0(s31),.ci(c30),.so(s41),.co(c41));
   fa fa32(.a0(c5),.b0(c16),.ci(s38),.so(s43),.co(c43));
   fa fa33(.a0(s29),.b0(c38),.ci(s39),.so(s44),.co(c44));
   fa fa34(.a0(c39),.b0(s40),.ci(c44),.so(s45),.co(c45));
   fa fa35(.a0(c27),.b0(s43),.ci(c37),.so(s52),.co(c52));
   ha ha1(.a0(a6b13),.b0(a7b13),.so(s12),.co(c12));
   ha ha2(.a0(a3b4),.b0(a4b4),.so(s14),.co(c14));
   ha ha3(.a0(a6b10),.b0(a7b10),.so(s20),.co(c20));
   ha ha4(.a0(s11),.b0(c10),.so(s22),.co(c22));
   ha ha5(.a0(s12),.b0(c11),.so(s23),.co(c23));
   ha ha6(.a0(a7b14),.b0(c12),.so(s24),.co(c24));
   ha ha7(.a0(a6b7),.b0(a7b7),.so(s28),.co(c28));
   ha ha8(.a0(s22),.b0(c21),.so(s33),.co(c33));
   ha ha9(.a0(s23),.b0(c22),.so(s34),.co(c34));
   ha ha10(.a0(s24),.b0(c23),.so(s35),.co(c35));
   ha ha11(.a0(c26),.b0(s37),.so(s42),.co(c42));
   ha ha12(.a0(c40),.b0(s41),.so(s46),.co(c46));
   ha ha13(.a0(s32),.b0(c41),.so(s47),.co(c47));
   ha ha14(.a0(s33),.b0(c32),.so(s48),.co(c48));
   ha ha15(.a0(s34),.b0(c33),.so(s49),.co(c49));
   ha ha16(.a0(s35),.b0(c34),.so(s50),.co(c50));
   ha ha17(.a0(c24),.b0(c35),.so(s51),.co(c51));
   ha ha18(.a0(c43),.b0(s44),.so(s53),.co(c53));
   wire [15:0] 	sum0 ={s51,s50,s49,s48,c46,s46,s45,s53,c42,s42,s36,s25,s13,s1,a0b1,a0b0};
   wire [15:0] 	sum1 ={c50,c49,c48,c47,s47,c45,c53,c52,s52,c36,1'b0,c13,1'b0,1'b0,a1b1,1'b0};
   assign c = sum0 + sum1;
endmodule  
File: flow/run.sh
#!/bin/bash
# OpenROAD 26Q1-2900-gdf79404cd8, Yosys 0.63+post, stock flow scripts
make -C /OpenROAD-flow-scripts/flow DESIGN_CONFIG=/design/flow/config.mk WORK_HOME=/design/flow/orfs finish
==> flow_metrics.py <==
# Auto-generated metrics
metrics = {
    "floorplanning": {
        "die_h_um": 83.4,
        "fp-utilization": 0.312,
        "die_x_um": 83.4,
        "num_rows": 29,
        "io_pins": 32,
        "chip_area_um2": 6960,
        "coreArea_um2": 6390,
    },
    "outcome": {
        "status": "finished clean",
    },
    "global_route": {
        "grt-ovfl-total": 0,
        "grt_pass1_vias": 1479,
        "grt_pass1_wl_um": 6790,
        "antenna_found_initial": 0,
        "grt_usage": 0.120,
        "grt_max_degree": 9,
    },
    "final_layout": {
        "layout-drive-gt1-share": 0.0231,
        "lay_top_cells": "inv_1, and2_1, fa_1",
        "seqCellArea_um2": 0,
        "syn2layout_area_growth_pct": 20.6,
        "design.seq.count": 0,
        "lay_top_count": "inv_1",
        "fin_util": 0.376,
        "fillers": 667,
        "final.clkbuf_count": 0,
        "stdcell_area_um2": 2400,
    },
    "synth": {
        "yosysWarnings": 0,
        "synth_stat.cells": 229,
        "yosys-stat-area_um2": 1990,
        "synthCells": 229,
        "ys_seq_frac": 0,
        "synth_area_um2": 1990,
        "postSynthAreaPerCell_um2": 8.69,
        "synth_cell_types": 32,
    },
    "min_path": {
        "min_path_type": "in -> out",
    },
    "critical_path": {
        "startpoint_type": "input port",
        "crit_required_ps": 12240,
        "critical_path.max_fanout": 8,
        "end_kind": "output port",
        "cp.arrival_ps": 7640,
        "crit_type": "in -> out",
    },
    "power": {
        "p_leak_nw": 1.17,
        "power_w": 0.000264,
        "power_density_nw_per_um2": 110,
        "irDropWorstVdd_v": 0.000121,
    },
    "route": {
        "vias_per_cell": 4.73,
        "drt_iter0_markers": 54,
        "routed_wl_um": 3920,
        "drcViolationCount": 0,
        "wire_per_inst_um": 11.6,
        "antenna_left": 0,
        "drt-pass1-iter-count": 4,
        "antenna_cells": 0,
        "via_count": 1593,
    },
    "timing": {
        "period_used_share": 0.699,
        "drv_slew": 0,
        "tns_ps": 0,
        "fin_crit_ps": 10700,
        "hold_violations": 0,
        "hold_ws_ps": 7240,
        "fmax_mhz": 93.5,
        "rsz0062_at_grt": "no",
        "worst_pin_slew_ps": 427,
        "setup_viol": 0,
        "slew_headroom": 0.713,
    },
    "placement": {
        "gp_congestion": 0.846,
        "io_buffer_count": 32,
        "dpl_cell_area_um2": 2400,
        "place_hpwl_um": 3380,
    },
    "job": {
        "warnings": 32,
        "cap_violations": 0,
    },
    "clocking": {
        "cts-hold-fix-buffers": 0,
        "postCtsSetupRepairBufs": 0,
        "cts_resized": 0,
    },
}
synthesized netlist by cell type:
cell,number,area share
a21oi_1,5,0.013
nor2b_1,1,0.0031
o21ai_1,1,0.0025
nor4_1,1,0.0031
xnor2_1,9,0.040
o21bai_1,1,0.0038
o21a_1,1,0.0038
xor2_1,4,0.018
o31a_4,1,0.0088
buf_4,1,0.0038
nor3_1,1,0.0025
inv_1,44,0.083
nand2b_1,2,0.0063
fa_1,36,0.36
nand3_1,3,0.0075
a311o_2,1,0.0057
a311oi_1,1,0.0044
nand3b_1,1,0.0038
o211ai_1,1,0.0038
nor2_1,6,0.011
and4_2,1,0.0050
o31ai_1,1,0.0038
o2111ai_1,2,0.0088
o21ai_0,3,0.0075
a211oi_1,2,0.0075
a31oi_1,1,0.0031
nand2_1,28,0.053
and2_1,39,0.12
o41ai_2,2,0.016
a21o_1,1,0.0038
ha_1,27,0.17
o21bai_4,1,0.0094
power breakdown:
part	internal, W	switching [W]	leakage, nW
Combinational	0.000148	0.000116	1.17
Sequential	0	0	0
Clock	0	0	0
logic make-up after synthesis:
kind of cell             synth area share
AND-OR/OR-AND                       0.106
XOR/XNOR                           0.0572
adder cells (fa/ha/maj)             0.532
buffers and inverters              0.0868
AND/OR/NAND/NOR                     0.218
routing by layer:
| layer | vias up | share of wire | GRT usage | routed length, um |
|---|---|---|---|---|
| met5 | - | 0 | 0 | 0 |
| met4 | 0 | 0 | 0 | 0 |
| met3 | 0 | 0.053 | 0.0151 | 208 |
| met2 | 39 | 0.46 | 0.180 | 1800 |
| met1 | 762 | 0.49 | 0.205 | 1920 |
| li1 | 792 | - | - | - |
critical path, stage by stage:
cell	delay [ps]
clkdlybuf4s50_1	530
and2_1	240
fa_1	530
inv_1	60
fa_1	490
fa_1	490
inv_1	50
fa_1	390
ha_1	350
a21oi_1	260
nand2b_1	160
o21ai_1	110
o41ai_2	260
xnor2_1	180
clkdlybuf4s50_1	490
through the flow:
step                      worst slack, ps  cells
after global placement               4580    337
after detailed placement             4580    337
final                                4600    337
after CTS                            4570    337
after global routing                 4300    337
after floorplan                      5870    229
final timing paths:
check | start | endpoint | slack (ps) | depth (start not counted)
worst max-delay path | b[7] | c[12] | 4600 | 15
worst min-delay path | a[0] | c[0] | 7240 | 3
cell type report:
| class | count | area, um^2 | share of cell area |
|---|---|---|---|
| inverter | 44 | 165 | 0.0689 |
| multi-input combinational | 184 | 1820 | 0.757 |
| tap | 77 | 96.3 | 0.0402 |
| timing repair buffer | 32 | 320 | 0.134 |
Power figures rest on the tool's default switching activity, not on a simulated workload.

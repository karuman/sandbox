## /design/flow/design.v

```verilog
module fa(a0,b0,ci,so,co);
   input a0;
   input b0;
   input ci;
   output so ;
   assign so = a0 ^ b0 ^ ci;
   output co;
   assign co = (a0 & b0) |
	       (a0 & ci) |
	       (ci & b0) ;
endmodule  
module mul_lrtl(a,b,c);
   input [3:0] a;
   input [3:0] b;
   output [7:0] c;
   wire 	a0b0 = a[0] & b[0];
   wire 	a0b1 = a[0] & b[1];
   wire 	a0b2 = a[0] & b[2];
   wire 	a0b3 = a[0] & b[3];
   wire 	a1b1 = a[1] & b[0];
   wire 	a1b2 = a[1] & b[1];
   wire 	a1b3 = a[1] & b[2];
   wire 	a1b4 = a[1] & b[3];
   wire 	a2b2 = a[2] & b[0];
   wire 	a2b3 = a[2] & b[1];
   wire 	a2b4 = a[2] & b[2];
   wire 	a2b5 = a[2] & b[3];
   wire 	a3b3 = a[3] & b[0];
   wire 	a3b4 = a[3] & b[1];
   wire 	a3b5 = a[3] & b[2];
   wire 	a3b6 = a[3] & b[3];
   fa add1(.a0(a0b2),.b0(a1b2),.ci(a2b2),.so(s1),.co(c1));
   fa add2(.a0(a0b3),.b0(a1b3),.ci(a2b3),.so(s2),.co(c2));
   fa add3(.a0(a1b4),.b0(a2b4),.ci(a3b4),.so(s3),.co(c3));
   fa add4(.a0(a2b5),.b0(a3b5),.ci(c3),.so(s4),.co(c4));
   fa add5(.a0(a3b3),.b0(c1),.ci(s2),.so(s5),.co(c5));
   fa add6(.a0(c2),.b0(s3),.ci(c5),.so(s6),.co(c6));
   wire [7:0] 	sum0 ={1'b0,a3b6,s4,s6  ,s5  ,s1  ,a0b1 ,a0b0};
   wire [7:0] 	sum1 ={1'b0,c4  ,c6,1'b0,1'b0,1'b0,a1b1 ,1'b0};
   assign c = sum0 + sum1;
endmodule  
```

## /design/flow/constraint.sdc

```tcl
current_design mul_lrtl

set clk_period 3.6
set clk_io_pct 0.2

create_clock -name clk0 -period $clk_period

set non_clock_inputs [all_inputs -no_clocks]
set_input_delay [expr $clk_period * $clk_io_pct] -clock clk0 $non_clock_inputs
set_output_delay [expr $clk_period * $clk_io_pct] -clock clk0 [all_outputs]
```

## /design/flow/config.mk

```make
export PLATFORM = sky130hd
export DESIGN_NAME = mul_lrtl
export DESIGN_NICKNAME = mul_lrtl
export VERILOG_FILES = /design/flow/design.v
export SDC_FILE = /design/flow/constraint.sdc
export NUM_CORES = 4
export LEC_CHECK = 1
export CORE_AREA = 10 10 70 70
export DIE_AREA = 0 0 80 80
export SYNTH_HDL_FRONTEND = slang
```

## /design/flow/run.sh

```bash
#!/bin/bash
# OpenROAD 26Q1-2900-gdf79404cd8, Yosys 0.63+post, stock flow scripts
make -C /OpenROAD-flow-scripts/flow DESIGN_CONFIG=/design/flow/config.mk WORK_HOME=/design/flow/orfs finish
```

==> flow_summary.json <==
{
  "whs_path_depth": 6,
  "antenna_found_initial": 0,
  "combGateArea_um2": 412,
  "synth.top_cell.area_share": 0.344,
  "ys_seq_frac": 0,
  "n_clock_buffer": 0,
  "crit_fanout": 4,
  "wl_um": 938,
  "io_pins": 16,
  "post-route-util": 0.190,
  "ys_area_um2": 349,
  "cellPowerDensity_nw_per_um2": 189,
  "num_antenna_cells": 0,
  "vias": 331,
  "synth_area_um2": 349,
  "finalClockPeriodUsage": 1.03,
  "worst_pin_slew_ns": 0.196,
  "globalRouteOverflowTotal": 0,
  "num_rows": 21,
  "tool_warnings": 34,
  "setup_slack_ns": -0.0932,
  "wire_per_inst_um": 9.02,
  "drt-vias-per-instance": 3.18,
  "first_pass_iters": 1,
  "place.gp.congestion": 0.781,
  "hold_path_class": "in2out",
  "yosys_warnings": 0,
  "violations": "setup timing",
  "dieHeight_um": 80,
  "vdd_drop_max_mv": 0.0486,
  "grtUsageTotal": 0.0300,
  "hold_viol": 0,
  "end_kind": "output port",
  "lay_top_count": "and2_1",
  "fill_cells": 396,
  "mostFrequentLayoutCells": "and2_1, buf_6",
  "finalCriticalPeriod_ns": 3.69,
  "setup.worst_path.class": "in2out",
  "worst_ep_required_time_ns": 2.88,
  "yosys-stat-cells": 38,
  "stdcell_count": 104,
  "syn_to_final_growth_pct": 86.0,
  "fmax_ghz": 0.271,
  "cp.arrival_ns": 2.97,
  "dp_cells": 103,
  "drive_above_1_share": 0.500,
  "die_x_um": 80,
  "start_kind": "input pin",
  "die_area_um2": 6400,
  "status": "finished, violations left",
  "hpwlAfterDp_um": 844,
  "rsz0062_at_grt": "true",
  "grt_max_degree": 5,
  "drc": 0,
  "fp_util": 0.102,
  "synth_cell_type_count": 11,
  "initialDrtViolationCount": 0,
  "area_leaders": "fa_1, and2_1, ha_1",
  "synth.avg_cell_area_um2": 9.19,
  "setup_violations": 2,
  "grt_pass1_vias": 361,
  "seq_cell_count": 0,
  "grt_pass1_wl_um": 1630,
  "ant_nets": 0,
  "core_area_um2": 3420,
  "io_buffers": 16,
  "slew_headroom": 0.869,
  "netlist.top_cell.by_area": "fa_1",
  "postSynthCellCount": 38,
  "drv_cap": 0,
  "seq_area_um2": 0,
  "drv_slew": 0,
  "leakagePower_nw": 0.276,
  "hold_buffers": 0,
  "dpl_worst_slack_ns": -1.05
}
## through the flow
stage	total power, mW	hold WS (ns)	setup TNS (ns)	area, um^2
6_report	0.123	1.97	-0.146	649
5_1_grt	0.137	2.03	-0.349	649
4_1_cts	0.120	1.97	-0.323	624
3_5_place_dp	0.108	2.46	-3.55	589
3_3_place_gp	0.108	2.44	-3.46	589
2_1_floorplan	0.0432	1.62	0	349
## path summary, 6_finish.rpt
kind	endpoint	startpoint
hold / removal	c[7]	b[3]
setup / recovery	c[6]	b[1]
## cell families (layout without fill, tap and decap cells)
logic type	after synthesis	count (layout)	synth area share
and+or+nand+nor	21	21	0.358
adders and majority gates	10	10	0.487
xor gates and xnor gates	4	4	0.100
AOI/OAI and AO/OA	2	2	0.0323
buffers and inverters	1	21	0.0215
## report_power, final
part	leakage, nW	internal [mW]	switching [mW]
sequential	0	0	0
combinational	0.276	0.0788	0.0438
clock	0	0	0
## worst max-delay path, stage by stage
cell,delay (ns)
buf_6,0.10
and2_4,0.15
fa_1,0.49
fa_2,0.35
fa_2,0.37
ha_4,0.28
and3_4,0.19
a31oi_4,0.08
xnor2_1,0.14
buf_2,0.11
## final cells by class
| type | instances | share of cell area |
|---|---|---|
| multi-input combinational | 37 | 0.634 |
| timing repair buffer | 21 | 0.277 |
| tap | 46 | 0.0886 |
## cell usage after synthesis
library cell   n
a21oi_1        1
ha_1           4
nand2_1        1
a31oi_1        1
and3_1         1
xnor2_1        3
nand3_1        3
and2_1        16
xor2_1         1
fa_1           6
buf_4          1
## per-layer routing
| metal | global-route usage | vias up | share of wire |
|---|---|---|---|
| li1 | - | 164 | - |
| met1 | 0.0350 | 157 | 0.42 |
| met2 | 0.0482 | 10 | 0.43 |
| met3 | 0.0193 | 0 | 0.15 |
| met4 | 0 | 0 | 0 |
| met5 | 0 | - | 0 |
## repair_timing
| action | in CTS | in global routing |
|---|---|---|
| setup endpoints to repair | 5 | 3 |
| pin swaps | 12 | 8 |
| gates resized | 52 | 10 |
| setup buffers | 2 | 0 |
Power is estimated from default activity; no workload was simulated.

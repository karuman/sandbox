===== /design/flow/run.sh =====
#!/bin/bash
# OpenROAD 26Q1-2900-gdf79404cd8, Yosys 0.63+post, stock flow scripts
make -C /OpenROAD-flow-scripts/flow DESIGN_CONFIG=/design/flow/config.mk WORK_HOME=/design/flow/orfs finish

===== /design/flow/config.mk =====
export PLATFORM = sky130hd
export DESIGN_NAME = mul8_wt
export DESIGN_NICKNAME = mul8_wt
export VERILOG_FILES = /design/flow/design.v
export SDC_FILE = /design/flow/constraint.sdc
export NUM_CORES = 4
export LEC_CHECK = 1
export CORE_UTILIZATION = 40
export SYNTH_HDL_FRONTEND = slang

===== /design/flow/constraint.sdc =====
current_design mul8_wt

set clk_period 10.7
set clk_io_pct 0.2

create_clock -name clk0 -period $clk_period

set non_clock_inputs [all_inputs -no_clocks]
set_input_delay [expr $clk_period * $clk_io_pct] -clock clk0 $non_clock_inputs
set_output_delay [expr $clk_period * $clk_io_pct] -clock clk0 [all_outputs]

===== /design/flow/design.v =====
module fa(a0,b0,ci,so,co);
   input a0;
   input b0;
   input ci;
   output so ;
   assign so = a0 ^ b0 ^ ci;
   output co;
   assign co = (a0 & b0) |
	       (a0 & ci) |
	       (ci & b0) ;
endmodule  
module ha(a0,b0,so,co);
   input a0;
   input b0;
   output so ;
   assign so = a0 ^ b0;
   output co;
   assign co = (a0 & b0) ;
endmodule  
module mul8_wt(sum0_00,sum1_00,
	       sum0_01,sum1_01,
	       sum0_10,sum1_10,
	       sum0_11,sum1_11,result);
   input [7:0] sum0_00,sum1_00;
   input [7:0] sum0_01,sum1_01;
   input [7:0] sum0_10,sum1_10;
   input [7:0] sum0_11,sum1_11;
   output [17:0] result;
   assign {a0b7,a0b6,a0b5,a0b4,a0b3,a0b2,a0b1,a0b0}=sum0_00[7:0];
   assign {a1b7,a1b6,a1b5,a1b4,a1b3,a1b2,a1b1,a1b0}=sum1_00[7:0];
   assign {a2b11,a2b10,a2b9,a2b8,a2b7,a2b6,a2b5,a2b4}=sum0_01[7:0];
   assign {a3b11,a3b10,a3b9,a3b8,a3b7,a3b6,a3b5,a3b4}=sum1_01[7:0];
   assign {a4b11,a4b10,a4b9,a4b8,a4b7,a4b6,a4b5,a4b4}=sum0_10[7:0];
   assign {a5b11,a5b10,a5b9,a5b8,a5b7,a5b6,a5b5,a5b4}=sum1_10[7:0];
   assign {a0b15,a0b14,a0b13,a0b12,a0b11,a0b10,a0b9,a0b8}=sum0_11[7:0];
   assign {a1b15,a1b14,a1b13,a1b12,a1b11,a1b10,a1b9,a1b8}=sum1_11[7:0];
   fa fa1(.a0(a0b4),.b0(a1b4),.ci(a2b4),.so(s1),.co(c1));
   fa fa2(.a0(a0b5),.b0(a1b5),.ci(a2b5),.so(s2),.co(c2));
   fa fa3(.a0(a0b6),.b0(a1b6),.ci(a2b6),.so(s3),.co(c3));
   fa fa4(.a0(a0b7),.b0(a1b7),.ci(a2b7),.so(s4),.co(c4));
   fa fa5(.a0(a0b8),.b0(a1b8),.ci(a2b8),.so(s5),.co(c5));
   fa fa6(.a0(a0b9),.b0(a1b9),.ci(a2b9),.so(s6),.co(c6));
   fa fa7(.a0(a0b10),.b0(a1b10),.ci(a2b10),.so(s7),.co(c7));
   fa fa8(.a0(a0b11),.b0(a1b11),.ci(a2b11),.so(s8),.co(c8));
   fa fa9(.a0(a3b4),.b0(a4b4),.ci(a5b4),.so(s13),.co(c13));
   fa fa10(.a0(a3b5),.b0(a4b5),.ci(a5b5),.so(s14),.co(c14));
   fa fa11(.a0(a3b6),.b0(a4b6),.ci(a5b6),.so(s15),.co(c15));
   fa fa12(.a0(a3b7),.b0(a4b7),.ci(a5b7),.so(s16),.co(c16));
   fa fa13(.a0(a3b8),.b0(a4b8),.ci(a5b8),.so(s17),.co(c17));
   fa fa14(.a0(a3b9),.b0(a4b9),.ci(a5b9),.so(s18),.co(c18));
   fa fa15(.a0(a3b10),.b0(a4b10),.ci(a5b10),.so(s19),.co(c19));
   fa fa16(.a0(a3b11),.b0(a4b11),.ci(a5b11),.so(s20),.co(c20));
   fa fa17(.a0(s9),.b0(c8),.ci(c20),.so(s21),.co(c21));
   fa fa18(.a0(s2),.b0(s14),.ci(c1),.so(s25),.co(c25));
   fa fa19(.a0(s3),.b0(s15),.ci(c2),.so(s26),.co(c26));
   fa fa20(.a0(s4),.b0(s16),.ci(c3),.so(s27),.co(c27));
   fa fa21(.a0(s5),.b0(s17),.ci(c4),.so(s28),.co(c28));
   fa fa22(.a0(s6),.b0(s18),.ci(c5),.so(s29),.co(c29));
   fa fa23(.a0(s7),.b0(s19),.ci(c6),.so(s30),.co(c30));
   fa fa24(.a0(s8),.b0(s20),.ci(c7),.so(s31),.co(c31));
   fa fa25(.a0(c14),.b0(s26),.ci(c25),.so(s32),.co(c32));
   fa fa26(.a0(c15),.b0(s27),.ci(c26),.so(s33),.co(c33));
   fa fa27(.a0(c16),.b0(s28),.ci(c27),.so(s34),.co(c34));
   fa fa28(.a0(c17),.b0(s29),.ci(c28),.so(s35),.co(c35));
   fa fa29(.a0(c18),.b0(s30),.ci(c29),.so(s36),.co(c36));
   fa fa30(.a0(c19),.b0(s31),.ci(c30),.so(s37),.co(c37));
   ha ha1(.a0(a0b12),.b0(a1b12),.so(s9),.co(c9));
   ha ha2(.a0(a0b13),.b0(a1b13),.so(s10),.co(c10));
   ha ha3(.a0(a0b14),.b0(a1b14),.so(s11),.co(c11));
   ha ha4(.a0(a0b15),.b0(a1b15),.so(s12),.co(c12));
   ha ha5(.a0(s10),.b0(c9),.so(s22),.co(c22));
   ha ha6(.a0(s11),.b0(c10),.so(s23),.co(c23));
   ha ha7(.a0(s12),.b0(c11),.so(s24),.co(c24));
   ha ha8(.a0(s21),.b0(c31),.so(s38),.co(c38));
   ha ha9(.a0(s22),.b0(c21),.so(s39),.co(c39));
   ha ha10(.a0(s23),.b0(c22),.so(s40),.co(c40));
   ha ha11(.a0(s24),.b0(c23),.so(s41),.co(c41));
   ha ha12(.a0(c12),.b0(c24),.so(s42),.co(c42));
   wire [17:0] S0={c42,s42,s41,s40,s39,s38,s37,s36,s35,s34,s33,s32,c13,s1,a0b3,a0b2,a0b1,a0b0};
   wire [17:0] S1={1'b0,c41,c40,c39,c38,c37,c36,c35,c34,c33,c32,1'b0,s25,s13,a1b3,a1b2,a1b1,a1b0};
   assign result = S0 + S1;
endmodule  

==> flow_summary.json <==
{
  "status": "completed",
  "cpMostUsedCell": "inv_1",
  "num_vias": 1714,
  "crit_required_ns": 8.56,
  "post_drt_wl_per_cell_um": 9.34,
  "setup_viol": 0,
  "core_area_mm2": 0.00444,
  "final_hold_viol_count": 0,
  "dp_cells": 357,
  "cp-end-kind": "output pin",
  "cap_violations": 0,
  "portBuffers": 82,
  "timing.hold.ws_ns": 5.29,
  "synth_top_area_share_pct": 33.9,
  "die_h_um": 70.7,
  "maxSlewHeadroom_pct": 72.7,
  "fp.dieW_um": 70.7,
  "ys_top_cells_by_area": "fa_1, ha_1, inv_1",
  "synth-area-yosys_mm2": 0.00189,
  "final_antenna_net_count": 0,
  "flop_area_um2": 0,
  "ys_warn_count": 0,
  "worst_pin_slew_ns": 0.407,
  "post-route-period-util_pct": 78.4,
  "start_kind": "primary input",
  "design_area_mm2": 0.00277,
  "postSynthSeqShare_pct": 0,
  "warnings": 35,
  "synth.most_common_cell": "inv_1",
  "comb_area_mm2": 0.00162,
  "drc_errors": 0,
  "drive_gt1_share_pct": 2.62,
  "firstDrtPassIters": 21,
  "track_usage_pct": 16.1,
  "ioPinCount": 82,
  "dieArea_mm2": 0.00500,
  "initCoreUtil_pct": 42.5,
  "synth_top_cell_by_area": "fa_1",
  "irDropWorstVdd_mv": 0.0975,
  "antenna_found_initial": 0,
  "rows": 24,
  "cpMaxStageDelayCell": "fa_1",
  "wirelength_um": 3330,
  "design.seq.count": 0,
  "finalCriticalPeriod_ns": 8.39,
  "path_class": "in2out",
  "dp_slack_ns": 2.30,
  "crit_chain": "clkdlybuf4s50_1 > inv_1 > fa_1 > inv_1 > fa_1 > inv_1 > fa_1 > inv_1 > ha_1 > nor2b_2 > a31o_1 > a41oi_4 > or4_1 > o2111ai_1 > clkdlybuf4s50_1",
  "ys_cells": 224,
  "grt_pass1_vias": 1666,
  "cts_hold_buf": 0,
  "placed_area_mm2": 0.00277,
  "fin_ws_ns": 2.31,
  "p_leak_nw": 1.38,
  "final.clkbuf_count": 0,
  "drv_slew": 0,
  "synthToLayoutAreaGrowth_pct": 46.5,
  "cp.arrival_ns": 6.25,
  "postCtsSetupBuffers": 0,
  "vias_per_cell": 4.80,
  "rsz0062_at_grt": "false",
  "syn_area_per_cell_um2": 8.43,
  "p_total_mw": 0.498,
  "crit_path_max_incr_delay_ns": 0.53,
  "powerDensity_mw_per_mm2": 180,
  "cp_max_fo": 6,
  "drt_iter0_markers": 50,
  "synthTopCellsByCount": "inv_1, fa_1, ha_1",
  "dp_hpwl_um": 3170,
  "fin_cells": 357,
  "final_util_pct": 62.3,
  "fin_setup_tns_ns": 0,
  "clock.fmax_mhz": 119,
  "grt_overflow": 0,
  "ys_types": 37,
  "fillers": 414,
  "syn_area_mm2": 0.00189,
  "grt_pass1_wl_um": 6640,
  "post_cts_resized": 0,
  "hold_path.class": "in2out",
  "grt_max_degree": 10,
  "antenna_cells": 0,
  "synthCells": 224,
  "gp_congestion": 0.867
}
==> layout by cell type (no fill, tap or decap), types with 3 or more instances in the layout <==
cell type        count
clkdlybuf4s50_1     82
inv_1               71
fa_1                32
ha_1                28
a21oi_1             13
nor2_1               9
nand2_1              8
a21o_1               6
xnor2_1              6
nand3_1              5
o21ai_0              5
xor2_1               5
nor3_1               5
a211oi_1             3
==> critical path, delay by kind of cell <==
kind	cells	cell delay [ns]
AOI/OAI and AO/OA	3	0.39
and+or+nand+nor	2	0.70
buffers and inverters	6	1.13
adders and majority gates	4	1.87
==> power by group <==
group / switching, mW / internal [mW] / leakage, nW
Clock: 0 / 0 / 0
Sequential: 0 / 0 / 0
Combinational: 0.217 / 0.282 / 1.38
Total: 0.217 / 0.282 / 1.38
==> path summary, 6_finish.rpt <==
| path | to | cells past startpoint | start | slack, ns |
|---|---|---|---|---|
| worst max-delay path | result[11] | 15 | sum1_00[7] | 2.31 |
| worst min-delay path | result[0] | 3 | sum0_00[0] | 5.29 |
==> final cells by class <==
type / instances / area share, %
inverters: 71 / 9.63
multi-input cells: 152 / 58.4
repair buffers: 82 / 29.7
well taps: 52 / 2.35
==> routing by layer <==
| layer | track usage, % | routed length (um) | vias to the layer above | part of all wire, % |
|---|---|---|---|---|
| met4 | 0 | 0 | 0 | 0 |
| met3 | 0.867 | 259 | 0 | 7.8 |
| li1 | - | - | 878 | - |
| met1 | 25.5 | 1500 | 778 | 45 |
| met2 | 27.5 | 1570 | 58 | 47 |
| met5 | 0 | 0 | - | 0 |
==> kinds of logic (layout without fill, tap and decap cells) <==
logic type | Yosys count | count (layout) | synth area share (%)
fa+ha+maj | 60 | 60 | 52.5
compound gates | 45 | 45 | 18.3
simple gates | 36 | 36 | 9.60
xor+xnor | 11 | 11 | 5.10
buf+inv | 72 | 153 | 14.5
Power is estimated from default activity; no workload was simulated.
